### design/flow/constraint.sdc
current_design top

set clk_period 9.7
set clk_io_pct 0.2

create_clock -name clk0 -period $clk_period

set non_clock_inputs [all_inputs -no_clocks]
set_input_delay [expr $clk_period * $clk_io_pct] -clock clk0 $non_clock_inputs
set_output_delay [expr $clk_period * $clk_io_pct] -clock clk0 [all_outputs]
### design/flow/config.mk
export PLATFORM = sky130hd
export DESIGN_NAME = top
export DESIGN_NICKNAME = top
export VERILOG_FILES = /design/flow/design.v
export SDC_FILE = /design/flow/constraint.sdc
export NUM_CORES = 4
export LEC_CHECK = 1
export CORE_UTILIZATION = 40
### design/flow/design.v
module Instruction_parser
  (
  input [31:0] instruction,
  output reg [6:0] opcode,
  output reg [4:0] rd,
  output reg [2:0] func3,
  output reg [4:0] rs1,
  output reg [4:0] rs2,
  output reg [6:0] func7
  );
  always @ (instruction)
  begin
    opcode = instruction[6:0];
    rd =  instruction[11:7];
    func3 = instruction[14:12];
    rs1 = instruction[19:15];
    rs2 = instruction[24:20];
    func7 = instruction[31:25];
  end
endmodule
module registerFile
(
input [63:0] WriteData,
input [4:0] RS1,
input [4:0] RS2,
input [4:0] RD,
input RegWrite,
input clk,
input reset,
output reg [63:0] ReadData1,
output reg [63:0] ReadData2
);
reg [63:0] Registers [31:0];
initial
begin
  Registers[0] = 64'd0;
  Registers[1] = 64'd1;
  Registers[2] = 64'd2;
  Registers[3] = 64'd3;
  Registers[4] = 64'd4;
  Registers[5] = 64'd50;
  Registers[6] = 64'd60;
  Registers[7] = 64'd7;
  Registers[8] = 64'd8;
  Registers[9] = 64'd9;
  Registers[10] = 64'd10;
  Registers[11] = 64'd11;
  Registers[12] = 64'd12;
  Registers[13] = 64'd13;
  Registers[14] = 64'd14;
  Registers[15] = 64'd15;
  Registers[16] = 64'd16;
  Registers[17] = 64'd17;
  Registers[18] = 64'd18;
  Registers[19] = 64'd19;
  Registers[20] = 64'd20;
  Registers[21] = 64'd21;
  Registers[22] = 64'd22;
  Registers[23] = 64'd23;
  Registers[24] = 64'd24;
  Registers[25] = 64'd25;
  Registers[26] = 64'd26;
  Registers[27] = 64'd27;
  Registers[28] = 64'd28;
  Registers[29] = 64'd29;
  Registers[30] = 64'd30;
  Registers[31] = 64'd31; 
end
always @ (posedge clk & RegWrite)
begin
  if (RD != 5'd0) 
    Registers[RD] = WriteData;  
end
always @ (reset or RS1 or RS2)
begin
if (reset == 1'b1)
  begin
    ReadData1 = 64'd0;
    ReadData2 = 64'd0;
  end 
else
  begin  
  ReadData1=Registers[RS1];
  ReadData2=Registers[RS2];    
  end
end
endmodule
module top
(
input [63:0] WriteData,
input RegWrite,
input clk,
input reset,
input [31:0] instruction,
output [63:0] ReadData1,
output [63:0] ReadData2
);
wire [4:0] rd_wire;
wire [4:0] rs1_wire;
wire [4:0] rs2_wire;
wire [6:0] opcode_wire;
wire [2:0] func3_wire;
wire [6:0] func7_wire;
Instruction_parser ip
(
.instruction(instruction),
.opcode(opcode_wire),
.rd(rd_wire),
.func3(func3_wire),
.rs1(rs1_wire),
.rs2(rs2_wire),
.func7(func7_wire)
);
registerFile rF
(
.RS1(rs1_wire),
.RS2(rs2_wire),
.RD(rd_wire),
.WriteData(WriteData),
.RegWrite(RegWrite),
.clk(clk),
.reset(reset),
.ReadData1(ReadData1),
.ReadData2(ReadData2)
);
endmodule 
### design/flow/run.sh
#!/bin/bash
# OpenROAD 26Q1-2900-gdf79404cd8, Yosys 0.63+post, stock flow scripts
make -C /OpenROAD-flow-scripts/flow DESIGN_CONFIG=/design/flow/config.mk WORK_HOME=/design/flow/orfs finish
==> results.json <==
{
  "vdd_drop_max_mv": 0.0306,
  "ys_async_sr_fraction_pct": 0,
  "fillers": 19800,
  "critPathSlowestCell": "a2111oi_0",
  "drtPass1Iterations": 7,
  "cp.arrival_ns": 5.65,
  "seq_area_um2": 61500,
  "drive_above_1_share_pct": 30.3,
  "slowest_delay_ns": 0.88,
  "initialDrtViolationCount": 2863,
  "detailed_place_hpwl_um": 182000,
  "tightestPinTransition_ns": 1.04,
  "period_needed_ns": 7.59,
  "lay_top_cells": "edfxtp_1, mux4_2, buf_4",
  "grt_usage_pct": 27.2,
  "ant_nets": 0,
  "netlist_instances": 4582,
  "remaining_drc_errors": 0,
  "avgSynthCellArea_um2": 20.6,
  "unclocked_pins": 2048,
  "p_leak_uw": 0.0307,
  "synth.distinct_cells": 57,
  "whs_ns": 4.95,
  "hold_path.class": "primary input to primary output",
  "wl_met1_um": 88800,
  "cts_resized": 0,
  "maxCapViolCount": 0,
  "switching_share_pct": 42.1,
  "p_per_area_nw_per_um2": 27.7,
  "setup_tns_ns": 0,
  "cp_top_family": "buffers and inverters",
  "port_buffers": 210,
  "die_area_um2": 238000,
  "crit_top_cell": "buf_4",
  "ys_cells": 4582,
  "ctsHoldBuffers": 0,
  "dr_wl_met3_um": 56300,
  "antenna_found_initial": 12,
  "post_cts_buffers": 0,
  "vias": 50200,
  "period_used_pct": 78.2,
  "die_w_um": 488,
  "p_sw_uw": 1190,
  "core_um2": 234000,
  "fmaxAchievable_ghz": 0.132,
  "crit_cells": 9,
  "logic_area_um2": 31300,
  "unconstrained_endpoints": 4032,
  "cp_max_fo": 60,
  "largest_reg_flops": 2048,
  "cp-start-kind": "primary input",
  "worst-path-buf-inv": 5,
  "io_pins": 227,
  "place_congestion": 0.884,
  "design_area_um2": 102000,
  "grt_max_degree": 216,
  "core.rowCount": 177,
  "crit_required_ns": 7.76,
  "synth_seq_share_pct": 65.2,
  "highest_layer": "met5",
  "syn_to_final_growth_pct": 7.70,
  "wirelength_um": 289000,
  "warning_count": 70,
  "p_int_uw": 1630,
  "hold_depth": 4,
  "rsz0062_at_grt": "false",
  "synth_flops": 2048,
  "fp-utilization_pct": 40.4,
  "yosysWarnings": 2,
  "synth.cell_area_um2": 94400,
  "slew_viol_final": 0,
  "via_per_inst": 6.31,
  "relSlewSlack_pct": 28.5,
  "critPathKind": "primary input to primary output",
  "grt_overflow_total": 0,
  "status": "complete, no violations",
  "critPathCaptureType": "primary output",
  "layout_top_cell": "edfxtp_1",
  "grt_pass1_wl_um": 410000,
  "wl_met2_um": 135000,
  "synth-main-ff-cell": "edfxtp_1",
  "routedWlPerCell_um": 36.3,
  "setup_viol": 0,
  "finalHoldViolCount": 0,
  "yosys_area_um2": 94400,
  "chipHeight_um": 488,
  "edf_count": 2048,
  "grt_pass1_vias": 56300,
  "crit_chain": "buf_8 -> buf_12 -> buf_4 -> mux4_2 -> nand2_1 -> and3_1 -> a2111oi_0 -> buf_4 -> clkdlybuf4s50_1",
  "placed_area_um2": 102000
}
[cells in the mapped netlist, drive strengths merged (5+ instances only)]
cell type	count	area, um2
nor4	15	93.8
mux2	61	687
a311o	14	140
o21ai	41	205
a22oi	58	435
and2	11	68.8
nand2	180	676
o22a	8	70.1
or3	5	31.3
nand3b	7	52.6
clkbuf	100	377
nor2b	22	138
buf	259	1740
nor4b	6	52.6
a31oi	33	206
mux4	996	22400
nand2b	49	307
o221ai	32	280
a22o	30	263
a2111oi	30	273
a21oi	34	170
a221o	42	420
and3	20	125
a2bb2oi	22	193
a221oi	46	403
or2	6	37.5
nor3	15	85.1
edfxtp	2048	61500
mux2i	159	1590
o22ai	89	557
nand3	24	120
nor2	78	293
a211oi	14	105
a32o	5	50.1
[metrics by stage]
stage	utilization, %	total power (uW)	setup slack, ns	instances
6_report	43.5	2820	2.11	7957
5_1_grt	43.5	2980	1.81	7953
4_1_cts	43.5	2830	1.99	7953
3_5_place_dp	43.5	2830	2.01	7953
3_3_place_gp	43.5	2810	2.00	7953
2_1_floorplan	-	2580	4.22	4645
[power by group through the flow]
stage,logic [uW],clock network [uW],registers [uW]
4_1_cts,1940,0,891
5_1_grt,2060,0,914
[logic make-up after synthesis]
group / count (synthesis) / share of synthesized area [%]
flip-flops: 2048 / 65.2
multiplexers: 1216 / 26.2
AND-OR/OR-AND: 506 / 4.07
AND/OR/NAND/NOR: 447 / 2.30
buffers and inverters: 364 / 2.26
other: 1 / 0.00397
[per-layer routing]
layer,global-route usage (%),up-vias
met5,0.919,-
met1,31.6,25800
met3,22.5,381
li1,-,20300
met2,39.6,3629
met4,5.42,34
[cell type report]
type,count,share of cell area [%]
antenna,4,0.00985
inverter,5,0.0209
multi-input combinational,2233,30.8
sequential,2048,60.5
tap,3132,3.86
timing repair buffer,535,4.75
[worst paths after layout]
path       startpoint       endpoint  slack (ns)
min   instruction[22]  ReadData2[38]        4.95
max   instruction[20]  ReadData2[10]        2.11
Power is estimated from default activity; no workload was simulated.
