File: flow/run.sh
#!/bin/bash
# OpenROAD 26Q1-2900-gdf79404cd8, Yosys 0.63+post, stock flow scripts
make -C /OpenROAD-flow-scripts/flow DESIGN_CONFIG=/design/flow/config.mk WORK_HOME=/design/flow/orfs finish
File: flow/config.mk
export PLATFORM = sky130hd
export DESIGN_NAME = Instruction_Memory
export DESIGN_NICKNAME = Instruction_Memory
export VERILOG_FILES = /design/flow/design.v
export SDC_FILE = /design/flow/constraint.sdc
export NUM_CORES = 4
export LEC_CHECK = 1
export CORE_AREA = 10 10 70 70
export DIE_AREA = 0 0 80 80
File: flow/constraint.sdc
current_design Instruction_Memory

set clk_period 3.2
set clk_io_pct 0.2

create_clock -name clk0 -period $clk_period

set non_clock_inputs [all_inputs -no_clocks]
set_input_delay [expr $clk_period * $clk_io_pct] -clock clk0 $non_clock_inputs
set_output_delay [expr $clk_period * $clk_io_pct] -clock clk0 [all_outputs]
File: flow/design.v
module Instruction_Memory
  (
  input [63:0] Inst_Address,
  output [31:0] Instruction
  );
  reg [7:0] Inst_Memory [15:0];
  initial
  begin
    Inst_Memory[0] = 8'd0;
    Inst_Memory[1] = 8'd11;
    Inst_Memory[2] = 8'd22;
    Inst_Memory[3] = 8'd33;
    Inst_Memory[4] = 8'd44;
    Inst_Memory[5] = 8'd55;
    Inst_Memory[6] = 8'd66;
    Inst_Memory[7] = 8'd77;
    Inst_Memory[8] = 8'd88;
    Inst_Memory[9] = 8'd99;
    Inst_Memory[10] = 8'd100;
    Inst_Memory[11] = 8'd101;
    Inst_Memory[12] = 8'd102;
    Inst_Memory[13] = 8'd103;
    Inst_Memory[14] = 8'd104;
    Inst_Memory[15] = 8'd105;
  end
  assign Instruction[7:0] = Inst_Memory[(Inst_Address % 16)];
  assign Instruction[15:8] = Inst_Memory[((Inst_Address + 1'b1) % 16)];
  assign Instruction[23:16] = Inst_Memory[((Inst_Address + 2'b10) % 16)];
  assign Instruction[31:24] = Inst_Memory[((Inst_Address + 3'b011) % 16)];
endmodule
==> summary.txt <==
From the run reports.

- The overall power consumption is between 0.2 and 0.3 mW.
- The detailed route wirelength on metal3 reads approximately 220 um.
- The critical path data arrival time is ~2500 ps.
- The required time of the critical path reads ~2600 ps.
- The flip-flop and latch area reads 0 sq um.
- Per the post-route antenna check, the number of violating nets is 0.
- The total antenna diodes in the routed design is 0.
- The detailed-placement wirelength estimate is approximately 2200 um.
- Signal routing reaches up to met4.
- The total tool warning count reads between 100 and 150.
- Counting the fill cells in the layout gives 354.
- The hold violation count in the final report is 0.
- The layout cell share with drive strength beyond 1 is 0.280.
- From left edge to right edge, the die measures roughly 80 um.
- The worst slack at placement reads -238 ps.
- The yosys cell count reads 119.
- The critical path capture point type reads a primary output.
- Setup repair after global routing left no endpoint under its margin.
- The floorplan step records an initial core utilization of 0.253.
- The design has 0 sequential cells.
- According to the timing report, the critical path is launched from Inst_Address[1].
- The number of top-level pins reads around 96.
- The flow ran to the end, and the final reports show no timing, DRC or antenna violations.
- Global routing finished with a remaining overflow of 0.
- Warnings reported by Yosys during synthesis add up to 1.
- The count of clock buffers in the final design reads 0.
- Summing over every cut layer, the via total after detailed routing is approximately 960.
- The synthesized netlist occupies a cell area of just under 900 sq um.
- The number of search-and-repair iterations in the first detailed-routing pass is 4.
- The total met2 wirelength after detailed routing is ~1200 um.
- The total area of multi-input combinational cells reads 792 sq um.
- The synthesized chip area reported by yosys is 865 sq um.
- The maximum frequency from static timing analysis reads about 0.32 GHz.
- The static leakage reads between 0.6 and 0.7 nW.
- The capturing element of the worst setup path reads Instruction[11].
- The post-route setup TNS is 0 ps.
- The post-detailed-route via-to-cell ratio is approximately 4.5.
- According to the floorplan report, the placeable core area is 3420 sq um.
- The count of mapped cells out of synthesis is roughly 120.
- The cell depth of the worst hold path is 3.
- The mean routed wirelength per cell is 12.4 um.
- The peak supply drop reads slightly below 80 uV.
- Dividing total power by cell area gives a power density of approximately 190 nW/um^2.
- The count of final setup violators is 0.
- Pins over their slew limit in the final report were tallied at 0.
- The count of buffers added on input and output ports is 32.
- The initialized floorplan defines 21 standard-cell rows.
- The iteration-0 DRC count of the detailed router is 73.
- The placer congestion estimate reads 0.878.
- After synthesis, the netlist uses 29 different library cells.
- The mean area per synthesized cell is about 7.3 sq um.
- The initial antenna violation count is 0.
- The largest fanout on the critical path is 7.
- The kind of launch point of the worst setup path is an input pin.
- The max-cap violation count reads 0.
- The first-pass GRT wire length reads 4510 um.
- The type of the worst setup path is input pin to primary output.
- In the global route stage, overall resource usage came out at 0.0820.
- The chip height is 80 um.
- The number of global-route vias before repair was about 970.
- For the finished layout, the period the worst path requires is ~3100 ps.
- The area of the die is between 6000 and 7000 sq um.
- The total detailed-routing wirelength reads between 2000 and 3000 um.
- Entering global routing, the biggest net connects 15 pins.
- Per the repair_timing log after CTS, setup buffers inserted total 0.
- The sequential area share after synthesis is 0.
- The post-route met1 wirelength reads between 1000 and 1500 um.
- The detailed-route DRC error count reads 0.
- From synthesis to final layout, the design area changed by 66.6%.
- The post-route worst setup slack reads around 95 ps.
- The share of the clock period used by the worst path after layout is 0.970.
- The path category of the worst min-delay check is input pin to primary output.
==> synth_stat cells, types with 2 or more instances <==
| cell | n | area (sq um) |
|---|---|---|
| sky130_fd_sc_hd__o21ai_0 | 14 | 70.1 |
| sky130_fd_sc_hd__buf_2 | 2 | 10.0 |
| sky130_fd_sc_hd__nand2_1 | 10 | 37.5 |
| sky130_fd_sc_hd__buf_4 | 7 | 52.6 |
| sky130_fd_sc_hd__o211ai_1 | 2 | 15.0 |
| sky130_fd_sc_hd__inv_1 | 9 | 33.8 |
| sky130_fd_sc_hd__nand3_1 | 5 | 25.0 |
| sky130_fd_sc_hd__ha_1 | 16 | 200 |
| sky130_fd_sc_hd__nor2_1 | 8 | 30.0 |
| sky130_fd_sc_hd__xnor2_1 | 3 | 26.3 |
| sky130_fd_sc_hd__a21oi_1 | 9 | 45.0 |
| sky130_fd_sc_hd__clkbuf_1 | 5 | 18.8 |
| sky130_fd_sc_hd__nand2b_1 | 2 | 12.5 |
| sky130_fd_sc_hd__a31oi_1 | 2 | 12.5 |
| sky130_fd_sc_hd__mux2i_1 | 9 | 90.1 |
| sky130_fd_sc_hd__a211oi_1 | 2 | 15.0 |
| sky130_fd_sc_hd__mux4_2 | 2 | 45.0 |
==> cells in the final DEF (no fill, tap or decap) <==
master and instances:
sky130_fd_sc_hd__o221a_2 1, sky130_fd_sc_hd__inv_1 8, sky130_fd_sc_hd__xnor2_4 1, sky130_fd_sc_hd__clkdlybuf4s15_1 2
sky130_fd_sc_hd__nand2_2 1, sky130_fd_sc_hd__buf_4 28, sky130_fd_sc_hd__a31oi_1 2, sky130_fd_sc_hd__ha_1 10
sky130_fd_sc_hd__ha_2 3, sky130_fd_sc_hd__dlygate4sd2_1 2, sky130_fd_sc_hd__clkdlybuf4s15_2 1, sky130_fd_sc_hd__mux2_2 1
sky130_fd_sc_hd__nand2b_1 2, sky130_fd_sc_hd__a21oi_1 7, sky130_fd_sc_hd__a21oi_2 2, sky130_fd_sc_hd__or2_2 1
sky130_fd_sc_hd__mux4_2 2, sky130_fd_sc_hd__nand2_1 10, sky130_fd_sc_hd__nand3_1 5, sky130_fd_sc_hd__o211ai_1 2
sky130_fd_sc_hd__mux2i_1 9, sky130_fd_sc_hd__or2b_1 1, sky130_fd_sc_hd__conb_1 4, sky130_fd_sc_hd__o21ai_1 1
sky130_fd_sc_hd__clkdlybuf4s50_1 28, sky130_fd_sc_hd__xnor2_1 2, sky130_fd_sc_hd__o21a_1 1, sky130_fd_sc_hd__xor2_1 1
sky130_fd_sc_hd__a211oi_1 2, sky130_fd_sc_hd__xnor2_2 1, sky130_fd_sc_hd__nor2_1 8, sky130_fd_sc_hd__inv_2 1
sky130_fd_sc_hd__or2_1 1, sky130_fd_sc_hd__o21ai_0 13, sky130_fd_sc_hd__ha_4 3, sky130_fd_sc_hd__bufinv_8 1
==> metal layers <==
metal,up-vias,GRT usage
met5,-,0
met4,0,0.00704
met3,2,0.0216
met2,26,0.132
met1,438,0.110
li1,498,-
==> power breakdown <==
| part | internal [mW] | switching, mW |
|---|---|---|
| clock network | 0 | 0 |
| logic | 0.169 | 0.0996 |
| registers | 0 | 0 |
| total | 0.169 | 0.0996 |
==> worst min-delay path by stage <==
stage / from / end
after global routing: Inst_Address[0] / Instruction[16]
after CTS: Inst_Address[0] / Instruction[16]
final: Inst_Address[0] / Instruction[16]
==> critical path: stages <==
cell	delay, ps
sky130_fd_sc_hd__clkdlybuf4s15_1	240
sky130_fd_sc_hd__buf_4	180
sky130_fd_sc_hd__ha_1	230
sky130_fd_sc_hd__buf_4	190
sky130_fd_sc_hd__inv_1	70
sky130_fd_sc_hd__nand2_1	40
sky130_fd_sc_hd__mux4_2	460
sky130_fd_sc_hd__clkdlybuf4s50_1	420
==> per-stage QoR <==
step,cells,hold slack (ps),util,cell area [sq um]
after global placement,213,2400,0.401,1370
after CTS,214,2180,0.419,1430
after floorplan,122,1350,-,876
final,214,2170,0.422,1440
after detailed placement,213,2400,0.401,1370
after global routing,214,2200,0.422,1440
==> what timing repair did <==
action | CTS | global route
pin swaps | 1 | 1
setup endpoints to repair | 20 | 7
hold buffers | 0 | 0
cloned | 1 | 0
gates resized | 12 | 5
==> layout make-up <==
type	count	area share
multi-input combinational	97	0.550
timing repair buffer	61	0.374
tap	46	0.0400
inverter	10	0.0356
==> cells by family after synthesis <==
kind of cell,synth area share
buffers and inverters,0.166
other,0.00434
AND/OR/NAND/NOR,0.152
multiplexers,0.169
adder cells (fa/ha/maj),0.232
XOR/XNOR,0.0724
AND-OR/OR-AND,0.204
Power is estimated from default activity; no workload was simulated.
